`flow/design.v`:
```
module alu #(
    parameter DATA_WIDTH = 32
)(  
    input logic [DATA_WIDTH-1:0] SrcA,
    input logic [DATA_WIDTH-1:0] SrcB,
    input logic [3:0] ALUControl,
    output logic Zero,
    output logic [DATA_WIDTH-1:0] ALUResult
);
    logic [DATA_WIDTH-1:0] u_SrcA;
    logic [DATA_WIDTH-1:0] u_SrcB;
    always_comb begin
        case (ALUControl)
            4'b0000 : ALUResult = SrcA + SrcB; 
            4'b0001 : ALUResult = SrcA - SrcB; 
            4'b0010 : ALUResult = SrcA & SrcB; 
            4'b0011 : ALUResult = SrcA | SrcB;     
            4'b0100 : ALUResult = SrcA ^ SrcB;   
            4'b0101 : ALUResult = (SrcA < SrcB) ? 32'b1 : 32'b0; 
            4'b0110 : begin 
                u_SrcA = $unsigned(SrcA);
                u_SrcB = $unsigned(SrcB);
                ALUResult = (u_SrcA < u_SrcB) ? 32'b1 : 32'b0;
            end
            4'b0111 : ALUResult = SrcA << SrcB[4:0];  
            4'b1000 : ALUResult = SrcA >> SrcB[4:0];  
            4'b1001 : ALUResult = (SrcA >= SrcB) ? 32'b1 : 32'b0;
            4'b1010 : begin 
                u_SrcA = $unsigned(SrcA);
                u_SrcB = $unsigned(SrcB);
                ALUResult = (u_SrcA >= u_SrcB) ? 32'b1 : 32'b0;
            end
            4'b1011 : begin
                ALUResult = $signed(SrcA) >>> SrcB[4:0];  
            end
            4'b1111 : ALUResult = SrcB;
            default: ALUResult = 32'd0;
        endcase
        Zero = (ALUResult == 32'd0);
    end
endmodule
```
`flow/config.mk`:
```
export PLATFORM = sky130hd
export DESIGN_NAME = alu
export DESIGN_NICKNAME = alu
export VERILOG_FILES = /design/flow/design.v
export SDC_FILE = /design/flow/constraint.sdc
export NUM_CORES = 4
export LEC_CHECK = 1
export CORE_UTILIZATION = 50
export SYNTH_HDL_FRONTEND = slang
```
`flow/constraint.sdc`:
```
current_design alu

set clk_period 16.7
set clk_io_pct 0.2

create_clock -name clk0 -period $clk_period

set non_clock_inputs [all_inputs -no_clocks]
set_input_delay [expr $clk_period * $clk_io_pct] -clock clk0 $non_clock_inputs
set_output_delay [expr $clk_period * $clk_io_pct] -clock clk0 [all_outputs]
```
`flow/run.sh`:
```
#!/bin/bash
# OpenROAD 26Q1-2900-gdf79404cd8, Yosys 0.63+post, stock flow scripts
make -C /OpenROAD-flow-scripts/flow DESIGN_CONFIG=/design/flow/config.mk WORK_HOME=/design/flow/orfs finish
```
==> flow_summary.toml <==
# generated from flow reports
[cts]
post_cts_buffers = 0
postCtsResizedCells = 0
hold_buffers = 0

[final_timing]
tightestPinTransition_ps = 1020
fin_ws_ps = 4560
finalSetupViolations = 0
rsz0062_at_grt = "no"
maxSlewViolCount = 0
tns_ps = 0
finalClockPeriodUsage_pct = 72.7
fmax_ghz = 0.0824
hold_viol = 0
max-slew-margin-rel_pct = 31.8
fin_crit_ps = 12140

[detailed_routing]
drt_iter0_markers = 1964
num_antenna_cells = 0
via_count = 13000
routedWlPerCell_um = 29.6
dr.pass1.iters = 24
drc = 0
wirelength_um = 51000
ant_nets = 0
viasPerCell = 7.53

[grt]
grt_first_pass_wirelength_um = 75300
antenna_found_initial = 3
grt_pass1_vias = 11700
overflow = 0
grt_max_degree = 68
grt.total_usage_pct = 51.4

[die]
rows = 51
die_y_um = 143
dieArea_um2 = 20400
die_w_um = 143
fp_util_pct = 50.9
core_um2 = 19500
ios = 101

[power_and_ir_drop]
power.leakage_nw = 4.36
ir_drop_mv = 0.0258
p_per_area_nw_per_um2 = 36.3

[worst_setup_path]
crit_buf_inv = 5
critPathArrivalTime_ps = 8800
crit_family = "AND-OR/OR-AND gates"
worstPathRequired_ps = 13360
worstSetupStartpointType = "input port"
crit_fanout = 23
crit_type = "input port to output port"
slowest_stage = "a31oi_1"
startpoint = "SrcB[4]"
slowest_delay_ps = 650
end_kind = "output port"
crit_chain = "clkdlybuf4s50_1 > buf_4 > clkinv_1 > ha_1 > inv_1 > a211oi_1 > a21oi_1 > a211o_1 > a31oi_1 > o221a_2 > o2111ai_1 > a211oi_1 > nand4b_1 > nor4b_1 > and4bb_1 > clkdlybuf4s50_1"

[logic_synthesis]
syn_area_per_cell_um2 = 6.88
ys_area_um2 = 9900
ys_cells = 1440
synthDistinctLibCells = 91
syn_inst = 1440
ys_warn_count = 0
synth_area_um2 = 9900
ys_seq_share_pct = 0

[outcome]
run_status = "finished, final reports clean"

[finish]
fillers = 1923
area.growth.synth_to_final_pct = 10.6
flops = 0
drive_gt1_share_pct = 9.19
nClkBuffers = 0
flop_area_um2 = 0

[placed_design]
dpl.hpwl_um = 39400
port_buffers = 101
gp_congestion = 1.25
pre_cts_ws_ps = 4720

[worst_hold_path]
min_from = "SrcB[1]"
hp-class = "input port to output port"

[flow_run]
drv_cap = 0
warnings = 100
[report_power, final]
part / switching (mW) / internal (mW) / leakage [nW] / total, mW
sequential: 0 / 0 / 0 / 0
clock: 0 / 0 / 0 / 0
combinational: 0.247 / 0.151 / 4.36 / 0.397
[placed cells by master, fill, tap and decap left out, types with 13 or more instances in the layout]
master / synthesis / final
a221o_1: 13 / 13
a21o_1: 19 / 19
o221ai_1: 16 / 16
nand2_1: 119 / 119
a21oi_1: 104 / 104
nand3_1: 26 / 26
o211ai_1: 27 / 27
a221oi_1: 20 / 20
inv_1: 93 / 93
nand4_1: 18 / 18
o22ai_1: 29 / 29
buf_4: 5 / 27
clkdlybuf4s50_1: 0 / 97
mux2i_1: 42 / 42
a211oi_1: 49 / 49
nor3_1: 43 / 42
ha_1: 99 / 99
a22oi_1: 17 / 17
or3_1: 14 / 14
nor2_1: 134 / 134
o2111ai_1: 15 / 15
mux2_2: 37 / 37
o31ai_1: 18 / 18
mux4_2: 30 / 30
nand2b_1: 21 / 21
o21ai_0: 74 / 74
nor2b_1: 19 / 19
nor4_1: 18 / 18
[tightest hold or removal path: stages]
cell and delay, ps:
buf_2 320, a32oi_1 100, nand3_1 120, a211o_1 130
clkdlybuf4s50_1 490
[worst paths after layout]
check / endpoint / slack (ps) / cells past startpoint
worst max-delay path: Zero / 4560 / 16
worst min-delay path: ALUResult[1] / 7840 / 5
[synth_stat cells, types with 12 or more instances]
master       n  area share [%]
nor4_1      18             1.1
a211oi_1    49             3.7
o221ai_1    16             1.4
nand3_1     26             1.3
o22ai_1     29             1.8
a221o_1     13             1.3
o31ai_1     18             1.4
nand2_1    119             4.5
a221oi_1    20             1.8
nand4_1     18             1.1
mux4_2      30             6.8
and2_1      12            0.76
o2111ai_1   15             1.3
buf_2       28             1.4
mux2i_1     42             4.2
or3_1       14            0.88
mux2_2      37             4.2
ha_1        99              13
inv_1       93             3.5
o211ai_1    27             2.0
clkbuf_1    65             2.5
nor2b_1     19             1.2
nand2b_1    21             1.3
nor2_1     134             5.1
nor3_1      43             2.2
a21oi_1    104             5.3
o21ai_0     74             3.7
a21o_1      19             1.4
a22oi_1     17             1.3
[metrics by stage]
step | area, um2 | instances | power [mW] | hold WS [ps] | util [%]
floorplan | 9900 | 1440 | 0.230 | 6890 | -
global placement | 11000 | 1723 | 0.375 | 7830 | 56.3
detailed placement | 11000 | 1723 | 0.375 | 7840 | 56.3
CTS | 11000 | 1723 | 0.377 | 7830 | 56.3
global route | 11000 | 1723 | 0.418 | 7890 | 56.3
finish | 11000 | 1723 | 0.397 | 7840 | 56.3
[cell families (layout without fill, tap and decap cells)]
family	count (synthesis)	in the layout	synth area share, %
adders and majority gates	101	101	12.9
xor gates and xnor gates	12	12	1.06
buffers and inverters	207	225	8.69
muxes	112	112	15.8
and+or+nand+nor	483	483	24.2
AOI/OAI and AO/OA	525	525	37.4
[per-layer routing]
layer | global-route usage [%] | vias to the layer above | wire (um)
li1 | - | 5590 | -
met1 | 70.5 | 6038 | 19400
met2 | 72.5 | 1105 | 20500
met3 | 18.4 | 229 | 8050
met4 | 22.6 | 6 | 3010
met5 | 0 | - | 42
[final cells by class]
type               count  area (um2)  share of cell area (%)
inverters             98         368                    3.36
repair buffers       127        1190                    10.8
well taps            265         332                    3.03
multi-input cells   1233        9070                    82.8
Power figures rest on the tool's default switching activity, not on a simulated workload.
