==> flow/design.v <==
module reg_file #(
    parameter DATA_WIDTH = 32,
    parameter ADDRESS_WIDTH = 5
)(
    input logic clk,
    input logic [ADDRESS_WIDTH-1:0] AD1,   
    input logic [ADDRESS_WIDTH-1:0] AD2,   
    input logic [ADDRESS_WIDTH-1:0] AD3,   
    input logic WE3,             
    input logic [DATA_WIDTH-1:0] WD3,   
    input logic [ADDRESS_WIDTH-1:0] testRegAddress,
    output logic [DATA_WIDTH-1:0] RD1,    
    output logic [DATA_WIDTH-1:0] RD2,    
    output logic [DATA_WIDTH-1:0] testRegData
);
logic [DATA_WIDTH-1:0] register_file [2**ADDRESS_WIDTH-1:0];  
always_ff @(posedge clk) begin
    if(WE3) 
        register_file[AD3] <= (AD3 == 5'd0) ? 32'd0 : WD3;
end 
always_comb begin
    RD1 = register_file[AD1];
    RD2 = register_file[AD2];
    testRegData = register_file[testRegAddress];
end
endmodule
==> flow/run.sh <==
#!/bin/bash
# OpenROAD 26Q1-2900-gdf79404cd8, Yosys 0.63+post, stock flow scripts
make -C /OpenROAD-flow-scripts/flow DESIGN_CONFIG=/design/flow/config.mk WORK_HOME=/design/flow/orfs finish
==> flow/config.mk <==
export PLATFORM = sky130hd
export DESIGN_NAME = reg_file
export DESIGN_NICKNAME = reg_file
export VERILOG_FILES = /design/flow/design.v
export SDC_FILE = /design/flow/constraint.sdc
export NUM_CORES = 4
export LEC_CHECK = 1
export CORE_UTILIZATION = 30
==> flow/constraint.sdc <==
current_design reg_file

set clk_period 9.9
set clk_io_pct 0.2

create_clock -name clk0 -period $clk_period [get_ports {clk}]

set non_clock_inputs [all_inputs -no_clocks]
set_input_delay [expr $clk_period * $clk_io_pct] -clock clk0 $non_clock_inputs
set_output_delay [expr $clk_period * $clk_io_pct] -clock clk0 [all_outputs]
==> summary.txt <==
The implementation run finished. Detailed placement finished with a half-perimeter wire length of about 130,000 microns. Unique cell type count in the Yosys netlist landed at 23. The worst setup path is launched from an input port. Pin placement for this block handled 150 I/O pins. Yosys warning count landed at 1. Die span in x landed at ~440 microns. At the placement stage, the worst setup path has a slack of between 2000 and 2500 ps.

The first detailed-routing pass took 5 iterations. Number of I/O port buffers landed at approximately 150. Pin slew with the least headroom to its limit landed at ~880 ps. For this run, the final setup violation count is recorded as 0.

The first global-routing pass estimated about 310,000 microns of wire. The script computed the net switching share of total power as 0.259. The cell that appears most often on the critical path is clkdlybuf4s50_1. From synthesis to final layout, the design area changed by 13.0%. In the routed design, unresolved DRC markers number 0.

Layout filler cell count landed at between 15k and 20k. The cell area that synthesis handed to floorplanning was a little under 0.06 sq mm. Measured on the finished design, the core utilization comes to 0.343. Cell total in the yosys stat output landed at 4,579. For this design the static power due to leakage is 24.6 nW. The type recorded for the worst min-delay path is in -> reg. In this run, the synthesized area fraction spent on xor and xnor cells is recorded as 0. Total CTS buffers landed at 105. Average cell area after synthesis landed at roughly 13 sq um.

For this design, the slowest cell found on the critical path is nor2_4. Per the CTS log, the buffer count on the longest clock path is 3. The largest registers in the layout are register_file (1024). Combined global-route utilization of all metal layers landed at 0.235.

Site row count landed at approximately 160. Initial DRC count landed at roughly 3.3k. The flow ran to the end, and the final reports show no timing, DRC or antenna violations. The via count of the first global-routing pass was ~43k. Share of final-layout standard cells stronger than drive strength 1 landed at 0.0831. The analysis reports a worst IR drop on VDD of 0.126 mV.

STA classifies the critical path endpoint as a primary output. Subtracting the final worst setup slack from the clock period gives around 7500 ps. The launch point of the worst min-delay path is recorded as WD3[9]. The H-tree was split into 3 levels. Post-cts gate resize count landed at 0. The share of total power dissipated in sequential elements is 0.478.

Net switching power figure landed at 2.63 mW. Clock-pin transition on the worst setup and hold timing paths landed at roughly 60 ps. Largest driver fanout on the critical path landed at 35. Die height landed at ~440 microns. Highest clock rate landed at between 0.1 and 0.15 GHz. The number of setup buffers added after CTS is 0. Data on the critical path is required at its endpoint by just under 8000 ps. Among the non-sequential cells, multiplexers take the most area.

Total wirelength of the detailed-routed design landed at 222,000 microns. Ranked by total cell area, the synthesized netlist is headed by edfxtp_1 (53%), mux2i_1 (27%), a22oi_1 (3.7%). Area fraction in mux cells landed at 0.266. Max-slew check failures listed in the final report amount to 0. Share of Yosys cell area claimed by the top area cell type landed at 0.531.

Total of flip-flops plus latches after synthesis landed at 1,024. Clock tree synthesis found a total of between 1k and 1.5k sinks. TritonCTS built the clock tree. Placer's final routability congestion estimate landed at roughly 0.93. Data arrival time at the worst-slack endpoint landed at about 5500 ps.

The detail route stage leaves a number of antenna-violating nets equal to 0. Fraction of the mapped netlist area in compound gates landed at 0.102. Worst hold path depth landed at 3. Power share of the clock group landed at 0.389. Per the synthesis report, the simple-gate share of the synthesized area is 0.0613. Worst relative slew slack landed at 0.409. In the hold report, the worst path ends at register_file[19][9]. Wire length per cell landed at 30.8 microns. Area of the core landed at 0.191 sq mm. Summing over every cut layer, the via total after detailed routing is approximately 42k.

The synthesized design spends more area on one cell type than any other, namely edfxtp_1. Internal power comes to 7.54 mW. The cell-mix breakdown from Yosys lists the adder-cell area share as 0.

Initial standard-cell utilization of the core landed at 0.303. The report lists the cells along the critical path as clkdlybuf4s50_1, nor2_4, buf_4, a22o_1, nor3_1, a31oi_1, nand3_1, clkdlybuf4s50_1. Share of total power in combinational logic landed at 0.133. Power density over cell area landed at around 160 mW/mm^2. Buffers inserted to repair hold after CTS numbered 0.

Looking at the clock tree report, the root buffer type is clkbuf_16. Tally of OpenROAD warnings landed at 26. Synthesis area per yosys landed at 0.0579 sq mm. For reference, the most critical setup path is categorized as in -> out.

Cell count after synthesis landed at between 4k and 5k. Post-route setup TNS landed at 0 ps. The worst path meets setup with 2390 ps of slack.

Number of flip-flops in the largest register landed at a little over 1k. Sequential area share after synthesis landed at 0.531. Final hold violation count landed at 0. Die footprint landed at 0.195 sq mm. The script logs the ratio of routed vias to standard cells as between 5 and 6. Number of max-capacitance violations reported landed at 0.

The number of antenna violations at the first check in global routing came to 11. In the finished design, the share of the clock period the worst path needs comes to 0.759. Entering global routing, the biggest net connects 93 pins. Leftover overflow at the end of global routing landed at 0. Maximum single-stage delay on the critical path landed at 720 ps. Ranked by flip-flop count, first place goes to register_file. Setup repair after global routing left no endpoint under its margin.
cell usage after synthesis:
cell type,count
nand2_1,292
nand3b_1,5
or2_2,3
edfxtp_1,1024
nor2_1,36
buf_1,13
buf_2,124
buf_6,60
nand3_1,290
nand2b_1,7
nor3_1,96
mux2i_1,1536
a22oi_1,288
a31oi_1,96
nor2b_1,6
or3_1,1
clkbuf_4,6
a22o_1,192
a21oi_1,288
clkbuf_1,103
or3b_2,3
and2_1,35
buf_4,75
worst max path at each step:
| stage | to | depth (start not counted) | startpoint |
|---|---|---|---|
| 5_1_grt | testRegData[23] | 9 | testRegAddress[1] |
| 6_report | RD2[15] | 8 | AD2[0] |
| 4_1_cts | RD2[15] | 8 | AD2[0] |
layer usage:
layer,GRT usage,vias up,routed length (microns)
li1,-,18100,-
met1,0.270,20500,76600
met2,0.353,2713,99800
met3,0.137,689,32300
met4,0.113,16,13500
met5,0.000978,-,92
cells by family (layout without fill, tap and decap cells):
kind of cell,count (synthesis),count (layout)
AOI/OAI and AO/OA,864,864
buffers and inverters,381,521
DFF,1024,1024
and+or+nand+nor,774,774
muxes,1536,1536
other,0,2
placed cells by master (no fill, tap or decap), drive strengths merged:
| master | count |
|---|---|
| a21oi | 288 |
| a22o | 192 |
| a22oi | 288 |
| a31oi | 96 |
| and2 | 35 |
| buf | 189 |
| bufinv | 10 |
| clkbuf | 126 |
| clkdlybuf4s50 | 146 |
| clkinv | 45 |
| clkinvlp | 2 |
| diode | 2 |
| edfxtp | 1024 |
| inv | 3 |
| mux2i | 1536 |
| nand2 | 292 |
| nand2b | 7 |
| nand3 | 290 |
| nand3b | 5 |
| nor2 | 36 |
| nor2b | 6 |
| nor3 | 96 |
| or2 | 3 |
| or3 | 1 |
| or3b | 3 |
layout make-up:
class,instances,area [sq um],area share
clock inverter,60,579,0.00885
antenna,2,5.00,0.0000765
clock buffer,126,2730,0.0417
timing repair buffer,335,3080,0.0470
multi-input combinational,3174,25200,0.384
sequential,1024,30700,0.470
tap,2511,3140,0.0480
per-stage QoR:
stage                     power [mW]  hold slack, ps  std cells  cell area (sq um)
final                           10.2            2190       7232              65400
after floorplan                 5.73            2530       4579              57900
after detailed placement        6.28            2940       7044              62100
after global routing            10.4            2210       7231              65400
after CTS                       10.2            2160       7230              65400
after global placement          6.28            2950       7044              62100
power by group through the flow:
stage	clock network, mW	logic, mW	registers [mW]
6_report	3.95	1.35	4.87
4_1_cts	3.99	1.33	4.87
5_1_grt	4.13	1.41	4.87
critical path: cells and delay by family:
kind,cells,cell delay (ps)
and+or+nand+nor,3,1010
AOI/OAI and AO/OA,2,730
buffers and inverters,3,1760
No activity file was given, so power comes from the tool's default toggle rates.
