===== flow/config.mk =====
export PLATFORM = sky130hd
export DESIGN_NAME = execute_pipeline
export DESIGN_NICKNAME = execute_pipeline
export VERILOG_FILES = /design/flow/design.v
export SDC_FILE = /design/flow/constraint.sdc
export NUM_CORES = 4
export LEC_CHECK = 1
export CORE_AREA = 10 10 184 184
export DIE_AREA = 0 0 194 194

===== flow/constraint.sdc =====
current_design execute_pipeline

set clk_period 1.0
set clk_io_pct 0.2

create_clock -name clk0 -period $clk_period [get_ports {clk}]

set non_clock_inputs [all_inputs -no_clocks]
set_input_delay [expr $clk_period * $clk_io_pct] -clock clk0 $non_clock_inputs
set_output_delay [expr $clk_period * $clk_io_pct] -clock clk0 [all_outputs]

===== flow/design.v =====
module execute_pipeline #(
    parameter DATA_WIDTH = 32
) (
    input logic                   clk,
    input logic                   flush,
    input logic                   RegWriteD,
    input logic [1:0]             ResultSrcD,
    input logic                   MemWriteD,
    input logic                   JumpD,
    input logic                   BranchD,
    input logic [3:0]             ALUControlD,
    input logic                   ALUSrcD,
    input logic [DATA_WIDTH-1:0]  RD1D,
    input logic [DATA_WIDTH-1:0]  RD2D,
    input logic [DATA_WIDTH-1:0]  PCD,
    input logic [4:0]             Rs1D,
    input logic [4:0]             Rs2D,
    input logic [4:0]             RdD,
    input logic [DATA_WIDTH-1:0]  ExtImmD,
    input logic [DATA_WIDTH-1:0]  PCPlus4D,
    input logic                   JALRInstrD,
    input logic [2:0]             AddressingControlD,
    output logic                  RegWriteE,
    output logic [1:0]            ResultSrcE,
    output logic                  MemWriteE,
    output logic                  JumpE,
    output logic                  BranchE,
    output logic [3:0]            ALUControlE,
    output logic                  ALUSrcE,
    output logic [DATA_WIDTH-1:0] RD1E,
    output logic [DATA_WIDTH-1:0] RD2E,
    output logic [DATA_WIDTH-1:0] PCE,
    output logic [4:0]            Rs1E,
    output logic [4:0]            Rs2E,
    output logic [4:0]            RdE,
    output logic [DATA_WIDTH-1:0] ExtImmE,
    output logic [DATA_WIDTH-1:0] PCPlus4E,
    output logic                  JALRInstrE,
    output logic [2:0]            AddressingControlE
);
always_ff @(posedge clk) begin
    if(flush) begin 
        RegWriteE <= 1'b0;
        ResultSrcE <= 2'b0;
        MemWriteE <= 1'b0;
        JumpE <= 1'b0;
        BranchE <= 1'b0;
        ALUControlE <= 4'b0;
        ALUSrcE <= 1'b0;
        RD1E <= 32'b0;
        RD2E <= 32'b0;
        PCE <= 32'b0;
        Rs1E <= 5'b0;
        Rs2E <= 5'b0;
        RdE <= 5'b0;
        ExtImmE <= 32'b0;
        PCPlus4E <= 32'b0;
        JALRInstrE <= 1'b0;
        AddressingControlE <= 3'b0;
    end
    else begin
        RegWriteE <= RegWriteD;
        ResultSrcE <= ResultSrcD;
        MemWriteE <= MemWriteD;
        JumpE <= JumpD;
        BranchE <= BranchD;
        ALUControlE <= ALUControlD;
        ALUSrcE <= ALUSrcD;
        RD1E <= RD1D;
        RD2E <= RD2D;
        PCE <= PCD;
        Rs1E <= Rs1D;
        Rs2E <= Rs2D;
        RdE <= RdD;
        ExtImmE <= ExtImmD;
        PCPlus4E <= PCPlus4D;
        JALRInstrE <= JALRInstrD;
        AddressingControlE <= AddressingControlD;
    end
end
endmodule

===== flow/run.sh =====
#!/bin/bash
# OpenROAD 26Q1-2900-gdf79404cd8, Yosys 0.63+post, stock flow scripts
make -C /OpenROAD-flow-scripts/flow DESIGN_CONFIG=/design/flow/config.mk WORK_HOME=/design/flow/orfs finish

==> impl_metrics.ini <==
; synthesis and place-and-route metrics
[setup_path]
crit_fanout = 1
crit_buf_inv = 1
cpLargestDelayFamily = flip-flops
max_stage_delay_ps = 360
crit_arrival_ps = 920
cp.depth = 1
crit_type = flop to primary output
crit_end = RdE[0]
worstPathCellList = buf_6
cp-start-kind = flop
end_kind = primary output
startpoint = RdE[0]
required_ps = 800
cp_slowest_cell = dfxtp_4

[synthesis]
yosys-mux-area-fraction_pct = 0
simple_gate_area_share_pct = 25.98
synth.logic.top_family = simple AND/OR/NAND/NOR gates
ys_seq_share_pct = 69.76
top_area_share_pct = 69.76
avgSynthCellArea_sq_um = 13.60
largest_area_cell = dfxtp_1
postSynthCellCount = 401
ys_chip_area_sq_mm = 0.005453
yosys_cells = 401
synth.cellmix.adderShare_pct = 0
compound_area_share_pct = 0
synth_area_sq_mm = 0.005453
yosysUniqueCellTypes = 6
synthTopCellsByArea = dfxtp_1 (70%), nor2b_2 (15%), nor2b_1 (11%), buf_12 (2.2%), buf_6 (1.2%)
yosysWarningCount = 1
ys.flops = 190
xor_share_pct = 0

[die]
coreArea_sq_mm = 0.02980
die_w_um = 194
row_count = 63
die.size.y_um = 194
fp_util_pct = 18.30
ioPinCount = 382
die-area_sq_mm = 0.03764

[placed_design]
io_buffers = 381
gp_congestion = 0.7914
dp_hpwl_um = 14960
place_ws_ps = -119.8

[route]
antenna_left = 0
drt-pass1-iter-count = 3
vias = 3999
drtIter0Drc = 61
wire_per_inst_um = 15.64
totalWireLength_um = 18730
remaining_drc_errors = 0
n_antenna_cell = 0
via_per_inst = 3.338

[final_timing]
max_freq_mhz = 892.5
setup_viol = 190
max_slew_margin_pct = 82.47
hold_viol_final = 0
post-route-worst-setup-slack_ps = -120.5
min_period_over_period_pct = 112.0
hold_ws_ps = 163.6
final_max_slew_viol_count = 0
min_period_ps = 1120
rsz0062_at_grt = true
fin_setup_tns_ps = -8998
worstMarginPinSlew_ps = 263.0

[final_layout]
areaGrowthSynthToFinish_pct = 73.84
fin_util_pct = 31.81
lay_top_count = clkdlybuf4s50_1
layout_top_cells = clkdlybuf4s50_1 (190), buf_2 (175), dfxtp_1 (153)
drive_above_1_share_pct = 45.30

[outcome]
violations = negative setup slack
status = complete, but fails checks

[clocking]
h-tree-depth = 4
cts-root-buf = clkbuf_16
clock-sinks = 190
cts_buffers = 17
cts_tree = yes
clock_path_buffers = 2
path_clk_slew_ps = 80

[power_and_ir_drop]
power.leakage_nw = 4.162
p_sw_mw = 3.790
clockPowerShare_pct = 40.6
vdd_drop_max_uv = 1009
power-per-cell-area_mw_per_mm2 = 1734
sw_frac_of_total_pct = 23.06
power.total_mw = 16.44
comb_power_share_pct = 10.2
intPower_mw = 12.65
seq_power_share_pct = 49.1

[global_route]
overflow = 0
antenna_found_initial = 0
grt_pass1_vias = 4208
grt_usage_pct = 9.557
grt_max_degree = 44
grt_pass1_wl_um = 27460

[job]
cap_violations = 0
warning_count = 27

[worst_hold_path]
hold_class = input port to flop
[worst min-delay path, stage by stage]
cell	delay [ps]
clkbuf_8	140
buf_12	170
nor2b_1	50
[layout make-up]
type | count | area, sq um
clock buffer | 19 | 452.9
clock inverter | 13 | 121.4
fill | 3011 | 20320
multi-input combinational | 190 | 1416
sequential | 190 | 3852
tap | 390 | 488.0
timing repair buffer | 396 | 3148
[cell families (layout without fill, tap and decap cells)]
kind of cell,Yosys count,in the layout
buffers and inverters,21,428
AND/OR/NAND/NOR,190,190
flip-flops,190,190
[worst min-delay path by stage]
stage            endpoint  slack, ps   from  cells after the start
CTS               Rs1E[4]        140  flush                      3
global route  PCPlus4E[4]        150  flush                      3
finish        PCPlus4E[4]        160  flush                      3
[per-stage QoR]
step                instances  cell area, sq um
floorplan                 401              5453
global placement         1166              9713
detailed placement       1166              9713
CTS                      1198              9435
global route             1198              9479
finish                   1198              9479
[registers in the layout, summed over array words and instances, names as in the netlist, 2 cells and up]
name	count
Rs1E	5
RdE	5
PCE	32
RD2E	32
PCPlus4E	32
RD1E	32
ALUControlE	4
ResultSrcE	2
Rs2E	5
AddressingControlE	3
ExtImmE	32
[cells in the mapped netlist]
cell type / n
buf_12: 6
buf_6: 6
dfxtp_1: 190
nor2b_1: 99
buf_2: 9
nor2b_2: 91
[what timing repair did]
item | CTS | global route
cloned | 0 | 0
hold buffers | 0 | 0
buffers inserted | 0 | 0
resized | 663 | 15
endpoints found under the setup margin | 190 | 190
[metal layers]
layer  track usage, %  up-vias  routed length [um]
li1                 -     1993                   -
met2            15.06      243                8446
met4            1.107        0                 235
met5                0        -                   0
met3            5.708       16                2463
met1            11.36     1747                7587
[power groups by stage]
stage	logic (mW)	clock network [mW]	registers, mW
CTS	1.72	6.97	8.08
global route	1.84	7.24	8.12
finish	1.68	6.68	8.08
Power is estimated from default activity; no workload was simulated.
